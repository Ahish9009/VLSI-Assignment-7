==> /design/flow/design.v <==
`timescale 1ns / 1ps
module shiftregister(
	 input CLK, 
	 input CLEAR,
    input [3:0] p_input,
    input [1:0] s_line,
    input s_inp_l,
    input s_inp_r,
	 output reg [3:0] p_output=4'b0000
    );
	 always @(posedge CLK) begin
			if (CLEAR) begin
				p_output <= 0;
			end
			else if (s_line == 2'b11) begin
					p_output[3:0] <= p_input;
			end
			else if (s_line == 2'b01) begin
					p_output <= {s_inp_r, p_output[3:1]};
			end
			else if (s_line == 2'b10) begin
					p_output <= {p_output[2:0], s_inp_l};
			end
	end
endmodule
==> /design/flow/run.sh <==
#!/bin/bash
# OpenROAD 26Q1-2900-gdf79404cd8, Yosys 0.63+post, stock flow scripts
make -C /OpenROAD-flow-scripts/flow DESIGN_CONFIG=/design/flow/config.mk WORK_HOME=/design/flow/orfs finish
==> /design/flow/config.mk <==
export PLATFORM = sky130hd
export DESIGN_NAME = shiftregister
export DESIGN_NICKNAME = shiftregister
export VERILOG_FILES = /design/flow/design.v
export SDC_FILE = /design/flow/constraint.sdc
export NUM_CORES = 4
export LEC_CHECK = 1
export CORE_AREA = 10 10 70 70
export DIE_AREA = 0 0 80 80
==> /design/flow/constraint.sdc <==
current_design shiftregister

set clk_period 1.2
set clk_io_pct 0.2

create_clock -name clk0 -period $clk_period [get_ports {CLK}]

set non_clock_inputs [all_inputs -no_clocks]
set_input_delay [expr $clk_period * $clk_io_pct] -clock clk0 $non_clock_inputs
set_output_delay [expr $clk_period * $clk_io_pct] -clock clk0 [all_outputs]
==> impl_metrics.prom <==
# HELP chip_impl_metric Synthesis and place-and-route metrics
# TYPE chip_impl_metric gauge
chip_impl_metric{name="drt-initial-drc-count",unit=""} 4
chip_impl_info{name="cpMaxStageDelayCell",value="sky130_fd_sc_hd__mux4_2"} 1
chip_impl_info{name="post_synth_main_area_contributors",value="sky130_fd_sc_hd__dfxtp_1, sky130_fd_sc_hd__mux4_2, sky130_fd_sc_hd__mux4_1, sky130_fd_sc_hd__nor2b_1"} 1
chip_impl_metric{name="core_area",unit="sq mm"} 0.00342
chip_impl_info{name="tritoncts_clock_tree",value="done"} 1
chip_impl_metric{name="detailroute.via_count",unit=""} 211
chip_impl_metric{name="wl_per_cell",unit="um"} 9.25
chip_impl_metric{name="chipHeight",unit="um"} 80
chip_impl_metric{name="post_synth_instance_area",unit="sq um"} 199
chip_impl_metric{name="setup_violations",unit=""} 0
chip_impl_metric{name="fin_skew",unit="ps"} 0.813
chip_impl_metric{name="clk_pin_slew_worst_paths",unit="ps"} 40
chip_impl_metric{name="layout-drive-gt1-share",unit="%"} 52.9
chip_impl_metric{name="timing_max_transition_violations_final",unit=""} 0
chip_impl_info{name="holdCritPathClass",value="input port to register"} 1
chip_impl_metric{name="powerDensity",unit="mW/mm^2"} 906
chip_impl_metric{name="layout-area-overhead-vs-synth",unit="%"} 129
chip_impl_metric{name="dpl.hpwl",unit="um"} 610
chip_impl_metric{name="final_critical_path_setup_slack",unit="ps"} 28.7
chip_impl_metric{name="yosys_cells",unit=""} 12
chip_impl_metric{name="netlist_instances",unit=""} 12
chip_impl_metric{name="clock_sink_count",unit=""} 4
chip_impl_metric{name="tool_warnings",unit=""} 25
chip_impl_metric{name="synth_sequential_area_ratio",unit="%"} 40.3
chip_impl_metric{name="largest_register_ff_count",unit=""} 4
chip_impl_info{name="rsz0062_at_grt",value="no"} 1
chip_impl_metric{name="post_layout_nonfiller_instances",unit=""} 80
chip_impl_metric{name="ctsHoldBuffers",unit=""} 0
chip_impl_metric{name="final_core_util",unit="%"} 13.3
chip_impl_metric{name="timing_worst_slew_pin_value",unit="ps"} 219
chip_impl_metric{name="netlist.area_leader.share",unit="%"} 40.3
chip_impl_info{name="reg2reg_from",value="p_output[1]"} 1
chip_impl_info{name="timing_worst_setup_path_type",value="register to register"} 1
chip_impl_info{name="crit_family",value="multiplexers"} 1
chip_impl_metric{name="global_route_wire_length_before_repair",unit="um"} 1170
chip_impl_info{name="start_kind",value="register"} 1
chip_impl_metric{name="netlist-cell-type-count",unit=""} 4
chip_impl_metric{name="detail_route.wirelength",unit="um"} 740
chip_impl_info{name="crit_path_cell_trace",value="buf_4, mux4_2, nor2b_1"} 1
chip_impl_metric{name="grt_use_total",unit="%"} 2.42
chip_impl_metric{name="rows",unit=""} 21
chip_impl_metric{name="layout_worst_path_cycle_share",unit="%"} 97.6
chip_impl_metric{name="first_global_vias",unit=""} 261
chip_impl_metric{name="worstPathBufferInverterCount",unit=""} 1
chip_impl_metric{name="placement.io_buffers",unit=""} 13
chip_impl_metric{name="numCtsBuffers",unit=""} 3
chip_impl_metric{name="dp_cells",unit=""} 73
chip_impl_metric{name="synth_flop_count",unit=""} 4
chip_impl_metric{name="synthesis.yosys.warnings",unit=""} 1
chip_impl_info{name="category_of_the_worst_setup_path_capture_point",value="register"} 1
chip_impl_metric{name="grt_start_max_net_pins",unit=""} 5
chip_impl_metric{name="fmax",unit="MHz"} 854
chip_impl_metric{name="gp_routability_congestion",unit=""} 0.755
chip_impl_metric{name="timing_hold_violations_final",unit=""} 0
chip_impl_metric{name="die-width",unit="um"} 80
chip_impl_info{name="run_status",value="finished clean"} 1
chip_impl_info{name="cts-root-buf",value="sky130_fd_sc_hd__clkbuf_4"} 1
chip_impl_info{name="timing.critical_path.from",value="p_output[1]"} 1
chip_impl_metric{name="clock_latency",unit="ps"} 230
chip_impl_metric{name="max_slew_margin",unit="%"} 85.3
chip_impl_metric{name="drc",unit=""} 0
chip_impl_metric{name="max_cap_violations",unit=""} 0
chip_impl_metric{name="cp.required",unit="ps"} 1310
chip_impl_metric{name="period_needed",unit="ps"} 1170
chip_impl_metric{name="total_leakage_power",unit="nW"} 0.185
chip_impl_metric{name="irDropWorstVdd",unit="uV"} 199
chip_impl_metric{name="antennaDiodeCount",unit=""} 0
chip_impl_metric{name="final.hold.worst_slack",unit="ps"} 609
chip_impl_metric{name="design.portCount",unit=""} 14
chip_impl_metric{name="ctsLongestPathBuffers",unit=""} 2
chip_impl_metric{name="die_area",unit="sq mm"} 0.00640
chip_impl_info{name="top_regs",value="p_output (4)"} 1
chip_impl_metric{name="antenna_found_initial",unit=""} 0
chip_impl_metric{name="route.detailed.vias_per_inst",unit=""} 2.64
chip_impl_info{name="largest-register",value="p_output"} 1
chip_impl_metric{name="firstDrtPassIters",unit=""} 2
chip_impl_metric{name="antenna_left",unit=""} 0
chip_impl_metric{name="crit_path_max_fanout",unit=""} 3
chip_impl_metric{name="floorplan_utilization",unit="%"} 5.82
chip_impl_metric{name="dp_worst_setup_slack",unit="ps"} -446
chip_impl_info{name="synth_top_cell_by_area",value="sky130_fd_sc_hd__dfxtp_1"} 1
chip_impl_metric{name="cp_data_arrival_time",unit="ps"} 1280
chip_impl_metric{name="critical-path-max-stage-delay",unit="ps"} 460
chip_impl_info{name="hp-start",value="s_line[1]"} 1
chip_impl_metric{name="design_power_total",unit="mW"} 0.412
chip_impl_metric{name="synth.yosys.chip_area",unit="sq um"} 199
chip_impl_metric{name="cts-htree-levels",unit=""} 1
chip_impl_metric{name="syn_area_per_cell",unit="sq um"} 16.6
chip_impl_metric{name="grt_remaining_overflow",unit=""} 0
==> Yosys cell counts <==
| cell | n |
|---|---|
| sky130_fd_sc_hd__mux4_2 | 3 |
| sky130_fd_sc_hd__nor2b_1 | 4 |
| sky130_fd_sc_hd__dfxtp_1 | 4 |
| sky130_fd_sc_hd__mux4_1 | 1 |
==> timing repair <==
action                                  CTS  global route
cloned                                    0             0
buffers inserted                          4             0
pin swaps                                 0             0
endpoints found under the setup margin    8             1
resized                                  10             3
==> final timing paths <==
kind / depth (start not counted) / to / slack, ps
setup reg to reg: 3 / p_output[2] / 30
setup / recovery: 3 / p_output[2] / 30
hold reg to reg: 3 / p_output[1] / 780
hold / removal: 3 / p_output[1] / 610
==> tightest hold or removal path, stage by stage <==
cell,delay (ps)
sky130_fd_sc_hd__dlygate4sd2_1,240
sky130_fd_sc_hd__mux4_2,210
sky130_fd_sc_hd__nor2b_1,110
==> power by group <==
group | switching (mW) | internal, mW | leakage [nW]
registers | 0.00504 | 0.144 | 0.0344
clock network | 0.0520 | 0.112 | 0.0138
logic | 0.0260 | 0.0733 | 0.137
total | 0.0831 | 0.329 | 0.185
==> layout make-up <==
class / count / area, sq um
Tap cell: 46 / 57.6
Clock buffer: 3 / 22.5
Multi-Input combinational cell: 8 / 123
Sequential cell: 4 / 85.1
Fill cell: 395 / 2960
Timing Repair Buffer: 19 / 168
==> layer usage <==
layer	vias to the layer above	global-route usage (%)	wire length, um
met1	96	3.11	363
met4	0	0.704	0
met3	0	3.41	197
met2	22	1.93	179
li1	93	-	-
met5	-	0	0
==> metrics by stage <==
stage | area (sq um) | setup TNS [ps]
3_5_place_dp | 402 | -1570
6_report | 455 | 0
2_1_floorplan | 199 | 0
3_3_place_gp | 402 | -1470
4_1_cts | 452 | 0
5_1_grt | 455 | 0
==> cell usage in the layout, fill, tap and decap left out <==
| cell | count |
|---|---|
| sky130_fd_sc_hd__clkdlybuf4s50_1 | 7 |
| sky130_fd_sc_hd__dlygate4sd2_1 | 6 |
| sky130_fd_sc_hd__buf_4 | 6 |
| sky130_fd_sc_hd__mux4_2 | 4 |
| sky130_fd_sc_hd__dfxtp_2 | 4 |
| sky130_fd_sc_hd__nor2b_1 | 3 |
| sky130_fd_sc_hd__clkbuf_4 | 3 |
| sky130_fd_sc_hd__nor2b_4 | 1 |
==> cells by family after synthesis <==
kind of cell	after synthesis	synth area share, %
mux	4	47.2
flops	4	40.3
simple gates	4	12.6
Power is estimated from default activity; no workload was simulated.
