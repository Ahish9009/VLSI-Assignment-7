==> ./design.v <==
`timescale 1ns / 1ps
module fsm(
	input CLK,
	input RESET,
	input ONE,
	input ZERO,
	output OUT,
	output reg [3:0] state = 4'b0000
);
reg flag0=1, flag1=1;
assign OUT = state[0]&state[1]&state[2]&state[3];
wire dividedclock;
clockdivider D1(CLK, dividedclock);
always @(negedge ONE) begin
	flag1 <= 1;
end
always @(negedge ZERO) begin
	flag0 <= 1;
end
always @(posedge CLK) begin
	if (dividedclock == 1) begin
	if (RESET) begin
		state <= 4'b0000;
		flag1 <= 1;
		flag0 <= 1;
	end
	else begin
	if (state == 4'b0000) begin
			if (flag1 & ONE) begin
				state <= 4'b0100;
				flag1 <= 0;
			end
			else if (flag0 & ZERO) begin
				state <= 4'b0001;
				flag0 <= 0;
			end
		end
		else if (state == 0001) begin
			if (flag1 & ONE) begin
				state <= 4'b0101;
				flag1 <= 0;
			end
			else if (flag0 & ZERO) begin
				state <= 4'b0011;
				flag0 <= 0;
			end
		end
		else if (state == 4'b0011) begin
			if (flag1 & ONE) begin
				state <= 4'b0111;
				flag1 <= 0;
			end
		end
		else if (state == 4'b0111) begin
			if (flag1 & ONE) begin
				state <= 4'b1111;
				flag1 <= 0;
			end
		end
		else if (state == 4'b0101) begin
			if (flag1 & ONE) begin
				state <= 4'b1101;
				flag1 <= 0;
			end
			else if (flag0 & ZERO) begin
				state <= 4'b0111;
				flag0 <= 0;
			end
		end
		else if (state == 4'b0100) begin
			if (flag1 & ONE) begin
				state <= 4'b1100;
				flag1 <= 0;
			end
			else if (flag0 & ZERO) begin
				state <= 4'b0101;
				flag0 <= 0;
			end
		end
		else if (state == 4'b1100) begin
			if (flag0 & ZERO) begin
				state <= 4'b1101;
				flag0 <= 0;
			end
		end
		else if (state == 4'b1101) begin
			if (flag0 & ZERO) begin
				state <= 4'b1111;
				flag0 <= 0;
			end
		end
		end
		end
end
endmodule
module clockdivider(
          input CLK,
          output dividedclk
          );
          reg [28:0] counter=28'd0;
          parameter DIVISOR = 28'd100000000;
          always @(posedge CLK)
          begin
                  counter <= counter + 28'd1;
                  if(counter>=(DIVISOR-1))
                          counter <= 28'd0;
                  end
          assign dividedclk = (counter == DIVISOR-2) ? 1 : 0;
  endmodule
==> ./run.sh <==
#!/bin/bash
# OpenROAD 26Q1-2900-gdf79404cd8, Yosys 0.63+post, stock flow scripts
make -C /OpenROAD-flow-scripts/flow DESIGN_CONFIG=/design/flow/config.mk WORK_HOME=/design/flow/orfs finish
==> ./config.mk <==
export PLATFORM = sky130hd
export DESIGN_NAME = fsm
export DESIGN_NICKNAME = fsm
export VERILOG_FILES = /design/flow/design.v
export SDC_FILE = /design/flow/constraint.sdc
export NUM_CORES = 4
export LEC_CHECK = 1
export CORE_AREA = 10 10 101 101
export DIE_AREA = 0 0 111 111
==> ./constraint.sdc <==
current_design fsm

set clk_period 4.9
set clk_io_pct 0.2

create_clock -name clk0 -period $clk_period [get_ports {CLK}]
create_clock -name clk1 -period $clk_period [get_ports {ONE}]
create_clock -name clk2 -period $clk_period [get_ports {ZERO}]

set non_clock_inputs [all_inputs -no_clocks]
set_input_delay [expr $clk_period * $clk_io_pct] -clock clk0 $non_clock_inputs
set_output_delay [expr $clk_period * $clk_io_pct] -clock clk0 [all_outputs]
==> results.txt <==
run metrics: Design Area, Final=2123 um2, dpl hpwl=2.401 mm, dpl ws=1.687 ns, outcome=finished clean, post-route antenna net violation count=0, CTS resizes=0, crit path launch type=clock port, Placed Cells=295, initial cell density of the core=between 20 and 25%, fin util=26.10%, DRC viols=0, Congestion Overflow GR=0, cells after synthesis=195, Leakage=0.6430 nW, most common library cells after synthesis=dfxtp_1, nor3_1, nand2_1, o31ai_1, or4_1, Area leader share=32.40%, critical path class=clock port to register, Cell Area, Placed=1912 um2, Pre-antenna DRT Iters=4, ys cells=195, CTS hold repair buffers=0, vias in the first global route=around 1600, most numerous cell in the Yosys netlist=dfxtp_1, maximum vdd drop=81.74 uV, reg2reg path depth=6, flip-flops with a built-in enable=4, GR Layer Usage met3=2.080%, DRT iter0 DRCs=roughly 90, Max Clock Skew=0.01135 ns, final worst slack=about 1.5 ns, Die ar.=12320 um2, number of synthesized register bits=33, met1 Use GR=7.988%, Layout area overhead=18.51%, worst slew pin tran=0.6360 ns, worst path arrival time=3.44 ns, layout cells sized above 1=around 13%, logic area=978.4 um2, leading area contributor after synthesis=dfxtp_1, first-pass GRT wire length=6.658 mm, I/O pin total=9, Final Hold Viols=0, Antenna Cells=0, Slew Limit Fails=0, main area contributors=dfxtp_1, edfxtp_1, o31ai_1, or4_1, a211oi_1, Placer Congestion=0.7583, FILL cells=approximately 840, via count=1525, RR Endpoint=state[1]$_SDFFCE_PP0P_, Final setup viols=0, Max Cap Viol=0, tool warnings=41, R2R Setup Slk=between 2 and 3 ns, clk slew on worst S/H paths=0.07 ns, Slew Limit Headroom=57.52%, worst hold path type=clock port to register, post-synth cell types=about 44, Top FF cell, synth=dfxtp_1, mapped cell area=1792 um2, Async SR Flop Fraction=0%, port bufs=6, register share after synthesis=39.11%, Worst EP required=4.97 ns, PD cells=288.0 nW/um2, sequential cell area=between 700 and 800 um2, yosys stat chip area=~1800 um2, Die Width=111 um, crit-path max FO=2, met2 Resource Use GR=under 10%, Hold Slack=approximately 0.15 ns, Reg2Reg Launch Point=D1.counter[10]$_SDFF_PP0_, die height=111 um, core box area=8134 um2, via/cell ratio=between 4 and 5, non-filler cells, final=314, routed len/inst=12.19 um, YS warnings=6, RSZ-0062 raised after global routing=false, postcts setup bufs=0, Mapped Avg Cell Area=9.188 um2, setup_tns=0 ns, Setup crit start=ZERO, row count=33, CP endpoint kind=register, global-route usage over all layers=under 10%, initial antenna violation count=0, CTS tree=done, GRT busiest layer=met2, final total power=0.6114 mW, Worst Setup EP=state[1]$_SDFFCE_PP0P_, largest net degree at the start of global routing=21, Routed WL=3.829 mm
critical path, cell delays in order:
cell and delay, ns:
nor2_1 0.09, clkbuf_8 0.14, clkbuf_8 0.11, a21oi_1 0.03
o21ai_0 0.18, a2111oi_0 0.14, clkbuf_8 0.16, clkbuf_8 0.13
registers in the layout (all words and copies together), names as in the netlist:
register / flops
state: 4
D1.counter: 29
report_power, final:
part	total [mW]	switching [mW]	internal, mW	leakage (nW)
clock network	0.326	0.133	0.193	0.126
logic	0.00831	0.00587	0.00244	0.246
registers	0.277	0.00124	0.276	0.271
cells by family (layout without fill, tap and decap cells):
family / after synthesis / in the layout / synth area share, %
simple gates: 85 / 85 / 29.82
compound gates: 42 / 42 / 17.39
flops: 33 / 33 / 39.11
buf+inv: 21 / 34 / 6.704
xor+xnor: 11 / 11 / 5.378
fa+ha+maj: 2 / 2 / 1.396
other cells: 1 / 2 / 0.2093
layer usage:
layer	vias up	part of all wire (%)	wire length, um
met5	-	0	0
met4	0	2.5	95
met3	10	3.6	138
met2	36	45	1721
met1	708	49	1875
li1	771	-	-
placed cells by master, fill, tap and decap left out, drive strengths merged, types with 2 or more instances in the layout:
master,instances
conb,2
edfxtp,4
or4,14
and3,3
o21ai,3
clkdlybuf4s50,6
nor3,15
clkbuf,18
o31ai,12
o22ai,2
xor2,8
inv,7
a21oi,7
nand2,14
xnor2,3
ha,2
buf,2
dfxtp,29
nor2,6
and2,2
nor2b,2
nand4,11
nand3,5
a211oi,15
and4,5
worst min-delay path by stage:
| stage | startpoint | end | slack, ns | cells past startpoint |
|---|---|---|---|---|
| 4_1_cts | ONE | state[2]$_SDFFCE_PP0P_ | 0.15 | 4 |
| 5_1_grt | ONE | state[2]$_SDFFCE_PP0P_ | 0.20 | 4 |
| 6_report | ONE | state[2]$_SDFFCE_PP0P_ | 0.15 | 4 |
layout make-up:
class	instances	share of cell area [%]
multi-input cells	142	46.08
flip-flops and latches	33	33.00
clock buffers	18	9.782
well taps	105	6.187
repair buffers	8	3.536
inverters	7	1.237
clock inverters	1	0.1768
Power is estimated from default activity; no workload was simulated.
